## flow/constraint.sdc

```tcl
current_design Reg_ID_EX

set clk_period 1.0
set clk_io_pct 0.2

create_clock -name clk0 -period $clk_period [get_ports {clk}]

set non_clock_inputs [all_inputs -no_clocks]
set_input_delay [expr $clk_period * $clk_io_pct] -clock clk0 $non_clock_inputs
set_output_delay [expr $clk_period * $clk_io_pct] -clock clk0 [all_outputs]
```

## flow/design.v

```verilog
`timescale 1ns / 1ps
module FlipFlop(
    input clk,
    input reset,
    input data,
    input write,
    output q
);
    reg q;
    always @(negedge clk, posedge reset)
        begin
            if (reset == 1'b1)
                q <= 1'b0;
            else if (write == 1'b1)
                q <= data;
        end   
endmodule
module Reg_ID_EX(
    input clk,
    input reset,
    input write_enable,  
    input [31:0] next_pc_in,    
    input read_mmu,
    input write_mmu,
    input byte_select_mmu,
    input write_reg,
    input br_ins,
    input ld_ins,
    input mul_ins,
    input [13:0] opcode_in,
    input [31:0] rgS1_data_in,
    input [31:0] rgS2_data_in,
    input [31:0] immed_in,
    input y_sel_in,
    input [4:0] rgS1_index_in,
    input [4:0] rgS2_index_in,
    input [4:0] rgD_index_in,
    output [31:0] next_pc_ID_EX_OUT,
    output [13:0] opcode_out,
    output [31:0] rgS1_data_out,
    output [31:0] rgS2_data_out,
    output [31:0] immed_out,
    output y_sel_out,
    output [6:0] control_out,
    output [4:0] rgS1_index_out,
    output [4:0] rgS2_index_out,
    output [4:0] rgD_index_out 
);
    wire [31:0] next_pc_hold;
    wire [13:0] opcode_hold;
    wire [31:0] rgS1_data_hold;
    wire [31:0] rgS2_data_hold;
    wire [31:0] immed_hold;
    wire y_sel_hold;
    wire [6:0] control_hold;
    wire [4:0] rgD_index_hold;
    generate
        genvar i;
        for(i=0; i<32; i = i+1) begin
            FlipFlop r(clk, reset, next_pc_in[i], write_enable, next_pc_hold[i]);
        end
        for(i=0; i<14; i = i+1) begin
            FlipFlop r(clk, reset, opcode_in[i], write_enable, opcode_hold[i]);
        end
        for(i=0; i<32; i = i+1) begin
            FlipFlop r(clk, reset, rgS1_data_in[i], write_enable, rgS1_data_hold[i]);
        end
        for(i=0; i<32; i = i+1) begin
            FlipFlop r(clk, reset, rgS2_data_in[i], write_enable, rgS2_data_hold[i]);
        end
        for(i=0; i<5; i = i+1) begin
                FlipFlop r(clk, reset, rgS1_index_in[i], write_enable, rgS1_index_out[i]);
        end
        for(i=0; i<5; i = i+1) begin
                FlipFlop r(clk, reset, rgS2_index_in[i], write_enable, rgS2_index_out[i]);
        end
        for(i=0; i<5; i = i+1) begin
            FlipFlop r(clk, reset, rgD_index_in[i], write_enable, rgD_index_hold[i]);
        end
        for(i=0; i<32; i = i+1) begin
            FlipFlop r(clk, reset, immed_in[i], write_enable, immed_hold[i]);
        end
        FlipFlop r_ys(clk, reset, y_sel_in, write_enable, y_sel_hold);
        FlipFlop r_c0(clk, reset, read_mmu, write_enable, control_out[0]);     
        FlipFlop r_c1(clk, reset, write_mmu, write_enable, control_out[1]);    
        FlipFlop r_c2(clk, reset, byte_select_mmu, write_enable, control_out[2]);  
        FlipFlop r_c3(clk, reset, write_reg, write_enable, control_out[3]); 
        FlipFlop r_c4(clk, reset, br_ins, write_enable, control_out[4]);    
        FlipFlop r_c5(clk, reset, ld_ins, write_enable, control_out[5]);    
        FlipFlop r_c6(clk, reset, mul_ins, write_enable, control_out[6]);    
    endgenerate
    assign next_pc_ID_EX_OUT = next_pc_hold;
    assign opcode_out = opcode_hold;
    assign rgS1_data_out = rgS1_data_hold;
    assign rgS2_data_out = rgS2_data_hold;
    assign immed_out = immed_hold;
    assign y_sel_out = y_sel_hold;
    assign rgD_index_out = rgD_index_hold;
endmodule
```

## flow/config.mk

```make
export PLATFORM = sky130hd
export DESIGN_NAME = Reg_ID_EX
export DESIGN_NICKNAME = Reg_ID_EX
export VERILOG_FILES = /design/flow/design.v
export SDC_FILE = /design/flow/constraint.sdc
export NUM_CORES = 4
export LEC_CHECK = 1
export CORE_UTILIZATION = 30
```

## flow/run.sh

```bash
#!/bin/bash
# OpenROAD 26Q1-2900-gdf79404cd8, Yosys 0.63+post, stock flow scripts
make -C /OpenROAD-flow-scripts/flow DESIGN_CONFIG=/design/flow/config.mk WORK_HOME=/design/flow/orfs finish
```

==> impl_metrics.toml <==
# physical design summary
[detailed_routing]
dr.pass1.iters = 4
totalWireLength_mm = 19.3
drt-initial-drc-count = 93
vias_per_cell = 4.04
antenna_left = 0
vias = 4876
wl_per_cell_um = 16.0
drc = 0

[timing]
worst_margin_slew_ps = 178
fin_worst_hold_slack_ps = 450
timing.slew.headroom_pct = 88.1
setup_viol_count_final = 330
final_worst_setup_slack_ps = -640
tns_ps = -113660
fin_skew_ps = 0
timing_max_transition_violations_final = 0
report.final.hold_viol_count = 0
rsz0062_at_grt = "yes"

[cts]
worst_setup_hold_path_clk_slew_ps = 50
cts_tree = "done"
htree_levels = 4
number_of_clock_buffers_inserted_by_tritoncts = 17
cts_buffer_depth = 2
cts.sinks = 165
root_buffer = "sky130_fd_sc_hd__clkbuf_16"
holdBufCountCts = 0
clock.latency.late_pin_ps = 390

[placed_design]
pre_cts_slack_ps = -664
placed_cells_incl_taps = 1056
final_gp_congestion = 0.837
numPortBuffers = 332
hpwl_after_detailed_placement_mm = 12.2

[synthesis]
common_cells = "sky130_fd_sc_hd__dfrtn_1, sky130_fd_sc_hd__mux2_2, sky130_fd_sc_hd__buf_4"
post_synth_tally_of_flip_flops_with_integrated_enable = 0
seq_area_frac_synth_pct = 55.7
topCombFamilyByArea = "multiplexers"
yosysChipArea_mm2 = 0.00742
synth_warnings = 1
synth.area.top_cells = "sky130_fd_sc_hd__dfrtn_1, sky130_fd_sc_hd__mux2_2, sky130_fd_sc_hd__buf_4"
post_synth_fa_ha_maj_area_fraction_pct = 0
mux_area_share_pct = 25.0
synth_simple_gate_area_share_pct = 0
synthesis.instances = 513
synth-seq-cells = 165
yosysCellCount = 513
synthesis.area_mm2 = 0.00742
yosysUniqueCellTypes = 6
yosys_most_used_dff = "sky130_fd_sc_hd__dfrtn_1"
synthXorXnorAreaFrac_pct = 0
postSynthAreaPerCell_um2 = 14.5
post-synth-top-area-cell = "sky130_fd_sc_hd__dfrtn_1"
synth-compound-area-share_pct = 0
ys_async_sr_fraction_pct = 100
top_area_share_pct = 55.7

[worst_hold_path]
startpoint_of_the_lowest_slack_hold_path = "genblk3[29].r.q$_DFFE_NP0P_"
whs_endpoint = "genblk3[29].r.q$_DFFE_NP0P_"
hp-class = "reg2reg"
hold_path_depth = 1

[cells_and_area]
area_growth_syn_to_layout_pct = 63.1
nFillCells = 2088
layout_cell_share_with_drive_strength_beyond_1_pct = 62.3
sequential_cell_area_mm2 = 0.00413
mi_logic_area_mm2 = 0.00248
finalCoreUtilization_pct = 49.7
post_layout_nonfiller_instances = 1207

[critical_path]
cp-end-kind = "output port"
worstSetupPathType = "reg2out"
max_stage_delay_ps = 440
crit_family = "flip-flops"
critical-path-slowest-cell = "sky130_fd_sc_hd__dfrtn_1"
worst_r2r_startpoint = "genblk8[2].r.q$_DFFE_NP0P_"
path_max_fanout = 2
regToRegSetupSlack_ps = -100
timing.rr.end = "genblk8[2].r.q$_DFFE_NP0P_"
cp.required_ps = 800
rr_worst_depth = 4
worstPathBufferInverterCount = 1
timing.critical_path.arrival_ps = 1440
cp_cell_sequence = "buf_2"
cp-start-kind = "register"

[pwr]
vdd_ir_drop_max_mv = 1.21
static-leakage-power_nw = 6.26
power.density_cell_area_mw_per_mm2 = 1500

[floorplan]
floorplan.rows = 57
die_w_um = 159
die_h_um = 159
die-area_mm2 = 0.0254
initial_core_util_pct = 30.5
io_pins = 333
fp.coreArea_mm2 = 0.0243

[run_status]
outcome = "complete, but fails checks"
violations = "setup timing"

[grt]
grt_first_pass_wirelength_mm = 29.9
grt_antenna_before_repair = 3
global_route.usage.total_pct = 15.7
gr-total-overflow = 0
pin_count_of_the_biggest_net_entering_global_routing = 25
grt_pass1_vias = 5138

[flow_run]
tool_warnings = 28
timing.max_cap.violations = 0
per-stage QoR:
step	area, um^2	total power, mW
6_report	12100	18.2
4_1_cts	11800	18.3
2_1_floorplan	8210	10.1
5_1_grt	12100	19.1
3_5_place_dp	11000	11.7
3_3_place_gp	11000	11.6
sequential cells by signal, summed over array words and instances (netlist names), 5 cells and up:
register and cells:
genblk1.r.q 32, genblk2.r.q 14, genblk3.r.q 32, genblk4.r.q 32, genblk5.r.q 5, genblk6.r.q 5
genblk7.r.q 5, genblk8.r.q 32
placed cells by master, fill, tap and decap left out:
cell / n
sky130_fd_sc_hd__buf_2: 165
sky130_fd_sc_hd__buf_16: 22
sky130_fd_sc_hd__buf_12: 19
sky130_fd_sc_hd__inv_8: 1
sky130_fd_sc_hd__inv_6: 3
sky130_fd_sc_hd__bufinv_16: 2
sky130_fd_sc_hd__clkinv_4: 2
sky130_fd_sc_hd__clkdlybuf4s50_1: 22
sky130_fd_sc_hd__buf_4: 134
sky130_fd_sc_hd__mux2_4: 165
sky130_fd_sc_hd__dlygate4sd2_1: 143
sky130_fd_sc_hd__dfrtn_1: 165
sky130_fd_sc_hd__buf_8: 6
sky130_fd_sc_hd__buf_6: 6
sky130_fd_sc_hd__clkbuf_8: 1
sky130_fd_sc_hd__diode_2: 2
sky130_fd_sc_hd__clkbuf_1: 1
sky130_fd_sc_hd__clkinvlp_4: 5
sky130_fd_sc_hd__clkbuf_16: 18
sky130_fd_sc_hd__dlymetal6s2s_1: 1
worst max-delay path by stage:
stage	startpoint	to	slack, ps	depth (start not counted)
6_report	genblk3[8].r.q$_DFFE_NP0P_	rgS1_data_out[8]	-640	1
5_1_grt	genblk8[0].r.q$_DFFE_NP0P_	immed_out[0]	-680	1
4_1_cts	genblk3[8].r.q$_DFFE_NP0P_	rgS1_data_out[8]	-650	1
layout make-up:
class                      count  area share [%]
sequential                   165            34.1
clock buffer                  19            3.66
antenna                        2          0.0414
inverter                       1          0.0621
multi-input combinational    165            20.5
timing repair buffer         519            37.1
clock inverter                12            1.20
tap                          324            3.35
cells by family after synthesis:
| family | Yosys count |
|---|---|
| buffers and inverters | 183 |
| flip-flops | 165 |
| multiplexers | 165 |
report_power, final:
group	internal, mW	switching [mW]	total, mW
Clock	3.78	2.80	6.58
Combinational	2.82	1.01	3.83
Sequential	7.43	0.355	7.79
what timing repair did:
item / 4_1_cts / 5_1_grt
buffers inserted: 62 / 44
cloned: 21 / 1
endpoints found under the setup margin: 330 / 366
gates resized: 704 / 12
pin swaps: 0 / 0
routing by layer:
| metal | GRT usage [%] | vias up | routed length, um |
|---|---|---|---|
| li1 | - | 2293 | - |
| met3 | 4.41 | 16 | 1330 |
| met5 | 0 | - | 15 |
| met4 | 1.75 | 2 | 225 |
| met2 | 24.3 | 191 | 8950 |
| met1 | 23.5 | 2374 | 8790 |
Power figures rest on the tool's default switching activity, not on a simulated workload.
