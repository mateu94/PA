==> design.v <==
`timescale 1ns / 1ps
module FlipFlop(
    input clk,
    input reset,
    input data,
    input write,
    output q
);
    reg q;
    always @(negedge clk, posedge reset)
        begin
            if (reset == 1'b1)
                q <= 1'b0;
            else if (write == 1'b1)
                q <= data;
        end   
endmodule
module Reg_EX_M(
    input clk,
    input reset,
    input write,
    input [31:0] alu_output_in,  
    input [31:0] next_pc_in,     
    input ALU_take_branch_in,           
    input [31:0] data_in,        
    input [5:0] control_in,
    input [4:0] rgD_index_in,
    output [31:0] alu_output_out,
    output [31:0] next_pc_out,
    output ALU_take_branch_out,
    output [31:0] data_out,
    output [5:0] control_out,
    output [4:0] rgD_index_out 
);
    wire [31:0] alu_output_hold;
    wire [31:0] next_pc_hold;
    wire ALU_take_branch_hold;
    wire [31:0] data_hold;
    wire [5:0] control_hold;
    wire [4:0] rgD_index_hold;
    generate
        genvar i;      
        for(i=0; i<32; i = i+1) begin
            FlipFlop r(clk, reset, alu_output_in[i], write, alu_output_hold[i]);
        end
        for(i=0; i<32; i = i+1) begin
            FlipFlop r(clk, reset, next_pc_in[i], write, next_pc_hold[i]);
        end
        FlipFlop r(clk, reset, ALU_take_branch_in, write, ALU_take_branch_hold);
        for(i=0; i<32; i = i+1) begin
            FlipFlop r(clk, reset, data_in[i], write, data_hold[i]);
        end
        for(i=0; i<6; i = i+1) begin
            FlipFlop r(clk, reset, control_in[i], write, control_hold[i]);
        end
        for(i=0; i<5; i = i+1) begin
            FlipFlop r(clk, reset, rgD_index_in[i], write, rgD_index_hold[i]);
        end
    endgenerate
    assign alu_output_out = alu_output_hold;
    assign next_pc_out = next_pc_hold;
    assign ALU_take_branch_out = ALU_take_branch_hold;
    assign data_out = data_hold;
    assign control_out = control_hold;
    assign rgD_index_out = rgD_index_hold;
endmodule
==> run.sh <==
#!/bin/bash
# OpenROAD 26Q1-2900-gdf79404cd8, Yosys 0.63+post, stock flow scripts
make -C /OpenROAD-flow-scripts/flow DESIGN_CONFIG=/design/flow/config.mk WORK_HOME=/design/flow/orfs finish
==> config.mk <==
export PLATFORM = sky130hd
export DESIGN_NAME = Reg_EX_M
export DESIGN_NICKNAME = Reg_EX_M
export VERILOG_FILES = /design/flow/design.v
export SDC_FILE = /design/flow/constraint.sdc
export NUM_CORES = 4
export LEC_CHECK = 1
export CORE_UTILIZATION = 30
==> constraint.sdc <==
current_design Reg_EX_M

set clk_period 1.5
set clk_io_pct 0.2

create_clock -name clk0 -period $clk_period [get_ports {clk}]

set non_clock_inputs [all_inputs -no_clocks]
set_input_delay [expr $clk_period * $clk_io_pct] -clock clk0 $non_clock_inputs
set_output_delay [expr $clk_period * $clk_io_pct] -clock clk0 [all_outputs]
==> results.toml <==
# generated from flow reports
[synthesis]
ys.flops = 108
syn_area_sq_um = 4890
ys_area_sq_um = 4890
topCellsByArea = "dfrtn_1 55%, mux2_2 20%, buf_4 16%"
largest_area_cell = "dfrtn_1"
ys_top_cells_by_count = "108 x dfrtn_1, 107 x buf_4, 88 x mux2_2, 20 x mux2_4, 8 x buf_2"
edf_count = 0
seq_area_frac_synth_pct = 55.3
async_reset_ff_share_pct = 100
synth_stat.cells = 336
yosysWarnings = 1
yosysMostFrequentCell = "dfrtn_1"
ys_types = 7
ff_type = "dfrtn_1"
netlist.area_leader.share_pct = 55.3
avgSynthCellArea_sq_um = 14.5
syn_inst = 336

[timing]
setup_viol = 162
tightestPinTransition_ps = 241
rsz0062_at_grt = "yes"
holdWs_ps = 450
finalClockSkew_ps = 0
maxSlewViolCount = 0
setup_ws_ps = -426
slew-limit-headroom_pct = 83.9
final_hold_viol_count = 0

[clock_tree]
cts_root_buf = "clkbuf_16"
cts_num_sinks = 108
clockBufferDepth = 2
cts_buffers = 9
cts.reportedPaths.clkPinSlew_ps = 50
cts_hold_buf = 0
insertion_delay_ps = 350
cts_tree = "yes"
htree_num_levels = 3

[worst_hold_path]
hp-class = "reg2reg"

[routing]
wl_per_cell_um = 15.1
n_antenna_cell = 0
firstDrtPassIters = 3
vias = 3109
wl_mm = 11.8
via_per_inst = 3.98
drtAntennaViolNets = 0
first_iter_violations = 70
route.detailed.drc = 0

[placed_design]
gp_congestion = 0.723
io_buffers = 218
post_dp_cell_area_sq_um = 7230
hpwlAfterDp_mm = 7.47

[floorplan]
die_w_um = 130
initial_utilization_pct = 30.8
die.size.y_um = 130
core_sq_um = 15900
row_count = 46
dieArea_sq_um = 16800
ioPinCount = 219

[power_and_ir_drop]
sw_frac_of_total_pct = 22.1
max-vdd-ir-drop_mv = 0.479
clkPwrFrac_pct = 30.5
powerDensity_nw_per_um2 = 938
p_int_mw = 5.64
p_switching_mw = 1.60
power.share.sequential_pct = 46.7
leakage_nw = 4.11
p_comb_share_pct = 22.8

[flow_run]
drv_cap = 0
warnings = 28

[global_routing]
grt.total_usage_pct = 14.3
grt_max_degree = 32
grt_first_pass_wirelength_mm = 17.7
antenna_found_initial = 1
gr-total-overflow = 0
grt_pass1_vias = 3155

[final_layout]
drive_above_1_share_pct = 61.2
post-route-cell-area_sq_um = 7720
area_growth_pct = 58.0

[worst_setup_path]
critPathMaxStageDelay_ps = 420
worst-path-buf-inv = 1
end_kind = "output port"
worstPathRequired_ps = 1200
critPathTopFamily = "flip-flops"
start_kind = "register"
crit_chain = "buf_2"
cp_max_fo = 2
crit_arrival_ps = 1630
slowest_stage = "dfrtn_1"
path_class = "reg2out"

[status]
outcome = "complete, but fails checks"
violations = "negative setup slack"
timing repair:
action	in CTS	in global routing
cloned	9	0
setup endpoints to repair	212	206
setup buffers	36	26
resized	366	34
power by group through the flow:
stage / registers (mW) / logic, mW / clock network, mW
after global routing: 3.42 / 1.78 / 2.43
after CTS: 3.38 / 1.62 / 2.31
final: 3.38 / 1.65 / 2.21
path summary, 6_finish.rpt:
kind / start / slack, ps / to / cells after the start
max: genblk1[3].r.q$_DFFE_NP0P_ / -430 / alu_output_out[3] / 1
min: genblk1[10].r.q$_DFFE_NP0P_ / 450 / genblk1[10].r.q$_DFFE_NP0P_ / 1
max reg2reg: genblk2[11].r.q$_DFFE_NP0P_ / 390 / genblk2[11].r.q$_DFFE_NP0P_ / 4
min reg2reg: genblk1[10].r.q$_DFFE_NP0P_ / 450 / genblk1[10].r.q$_DFFE_NP0P_ / 1
max in group asynchronous: reset / 150 / genblk1[21].r.q$_DFFE_NP0P_ / 3
min in group asynchronous: reset / 1110 / genblk1[0].r.q$_DFFE_NP0P_ / 3
per-layer routing:
layer / global-route usage (%) / up-vias / share of wire [%]
met4: 2.12 / 2 / 1.6
met3: 3.66 / 14 / 8.5
met2: 22.1 / 132 / 46
li1: - / 1469 / -
met1: 21.2 / 1492 / 44
met5: 0 / - / 0.10
stage by stage:
stage,TNS [ps],utilization [%],std cells,total power [mW],setup slack (ps)
after floorplan,-116900,-,336,4.39,-750
after global placement,-112570,45.5,699,5.09,-445
after detailed placement,-113610,45.5,699,5.10,-460
after CTS,-48780,47.5,759,7.32,-443
after global routing,-50730,48.6,781,7.64,-472
final,-46670,48.6,781,7.24,-426
cell families (layout without fill, tap and decap cells):
group | after synthesis | after routing | synth area share, %
buffers and inverters | 120 | 349 | 18.3
DFF | 108 | 108 | 55.3
muxes | 108 | 108 | 26.4
placed cells by master (no fill, tap or decap):
master | synthesis | routed
clkbuf_16 | 0 | 9
buf_6 | 4 | 5
dlygate4sd2_1 | 0 | 15
buf_12 | 0 | 5
mux2_4 | 20 | 108
buf_4 | 107 | 94
clkbuf_1 | 0 | 2
dlymetal6s2s_1 | 0 | 32
buf_8 | 0 | 3
clkdlybuf4s50_1 | 0 | 62
clkbuf_8 | 0 | 1
buf_2 | 8 | 108
clkinv_4 | 0 | 1
clkinvlp_4 | 0 | 3
buf_16 | 0 | 9
dfrtn_1 | 108 | 108
final cells by class:
type                    count  area [sq um]
multi-input cells         108          1620
clock inverters             3          23.8
repair buffers            333          2850
inverters                   1          7.51
clock buffers              12           246
well taps                 216           270
flip-flops and latches    108          2700
fillers                  1399          8170
flip-flops by register name (all words and copies together), names as in the netlist:
register     cells
genblk1.r.q     32
genblk2.r.q     32
genblk3.r.q     32
genblk4.r.q      6
genblk5.r.q      5
r.q              1
Power figures rest on the tool's default switching activity, not on a simulated workload.
