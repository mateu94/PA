--- flow/design.v ---
`timescale 1ns / 1ps
module Decode(
    input clk,
    input reset,
    input [31:0] ir,         
    input [4:0] addr_d_in,   
    input [31:0] d_in,       
    input write_in,          
    output [13:0] op,        
    output [31:0] a_out,     
    output [31:0] b_out,     
    output [31:0] immed,     
    output y_sel,            
    output [5:0] addr_a,     
    output [5:0] addr_b,     
    output [4:0] addr_d_out, 
    output read_mmu,         
    output write_mmu,        
    output byte_select_mmu,   
    output write_out,        
    output branch_instr,     
    output load_instr,     
    output mul_instr     
    ); 
    wire [4:0] addr_a_sign;
    wire [4:0] addr_b_sign;
    Decoder dec(clk, ir, op, y_sel, addr_a_sign, addr_b_sign, addr_d_out, immed, read_mmu, write_mmu, byte_select_mmu, write_out, branch_instr, load_instr, mul_instr);
    Registers_Bank registers(clk, reset, addr_a_sign, addr_b_sign, addr_d_in, d_in, write_in, a_out, b_out);
    assign addr_a = addr_a_sign;
    assign addr_b = addr_b_sign;
endmodule
`timescale 1ns / 1ps
module Decoder(
    input clk,
    input [31:0] ir,
    output [13:0] op,
    output y_sel,            
    output [4:0] addr_a,
    output [4:0] addr_b,
    output [4:0] addr_d,
    output [31:0] immed,
    output read_mmu,
    output write_mmu,
    output byte_select_mmu,
    output write,            
    output branch_instr,     
    output load_instr,        
    output mul_instr
    );
    reg [4:0] addr_a_sign;
    reg [4:0] addr_b_sign;
    reg [4:0] addr_d_sign;
    reg [31:0] immed_sign;
    reg [13:0] op_output_sign;
    reg y_sel_sign;
    reg read_mmu_sign;
    reg write_mmu_sign;
    reg byte_select_mmu_sign;
    reg write_sign;
    reg branch_instr_sign;
    reg load_instr_sign;
    reg mul_instr_sign;
    wire [6:0] op_code;
    wire [13:0] op_funct3_sign;
    wire [13:0] op_funct7_sign;
    assign op_code = ir[6:0];
    assign op_funct3_sign = {ir[6:0], ir[14:12]};
    assign op_funct7_sign = {ir[6:0], ir[31:25]};   
    always @(ir) begin
        addr_a_sign = ir[19:15];
        addr_b_sign = ir[24:20];
        addr_d_sign = ir[11:7];
        case (op_code)
            7'h33: begin    
                    op_output_sign = op_funct7_sign;
                    y_sel_sign = 1'b1;
                    write_sign = 1'b1;
                    read_mmu_sign = 1'b0;
                    write_mmu_sign = 1'b0;
                    load_instr_sign = 1'b0;
                    branch_instr_sign = 1'b0;
                    mul_instr_sign = (op_funct7_sign == 14'h1981) ? 1 : 0;
                end
            7'h03: begin   
                    op_output_sign = op_funct3_sign;
                    immed_sign = $signed(ir[31:20]);
                    y_sel_sign = 1'b0;
                    write_sign = 1'b1;
                    read_mmu_sign = 1'b1;
                    write_mmu_sign = 1'b0;
                    byte_select_mmu_sign = (op_funct3_sign == 14'h18) ? 1 : 0;
                    branch_instr_sign = 1'b0;
                    load_instr_sign = 1'b1;
                    mul_instr_sign = 1'b0;
                end
            7'h13: begin   
                    op_output_sign = op_funct3_sign;
                    immed_sign = $signed(ir[31:20]);
                    y_sel_sign = 1'b0;
                    write_sign = 1'b1;
                    read_mmu_sign = 1'b0;
                    write_mmu_sign = 1'b0;
                    branch_instr_sign = 1'b0;
                    load_instr_sign = 1'b0;
                    mul_instr_sign = 1'b0;
                end
            7'h23: begin    
                    immed_sign = $signed({ir[31:25], addr_d_sign});
                    op_output_sign = op_funct3_sign;
                    write_sign = 1'b0;
                    y_sel_sign = 1'b0;
                    read_mmu_sign = 1'b0;
                    write_mmu_sign = 1'b1;
                    byte_select_mmu_sign = (op_funct3_sign == 14'h118) ? 1 : 0;
                    branch_instr_sign = 1'b0;
                    load_instr_sign = 1'b0;
                    mul_instr_sign = 1'b0;
                end
            7'h63: begin    
                    immed_sign = $signed({ir[31], ir[7], ir[30:25], ir[11:8], 1'b0});
                    op_output_sign = op_funct3_sign;
                    write_sign = 1'b0;
                    y_sel_sign = 1'b1;
                    read_mmu_sign = 1'b0;
                    write_mmu_sign = 1'b0;
                    branch_instr_sign = 1'b1;
                    load_instr_sign = 1'b0;
                    mul_instr_sign = 1'b0;
                end
            7'h6F: begin    
                    immed_sign = $signed({ir[31], ir[19:12], ir[20:20], ir[30:21], 1'b0});
                    op_output_sign = op_code;
                    y_sel_sign = 0;
                    write_sign = 1'b1;
                    y_sel_sign = 1'b0;
                    read_mmu_sign = 1'b0;
                    write_mmu_sign = 1'b0;
                    branch_instr_sign = 1'b0;
                    load_instr_sign = 1'b0;
                    mul_instr_sign = 1'b0;
                end
            default: begin
                    immed_sign = 31'h00000000;
                    op_output_sign = 31'h00000000;
                    y_sel_sign = 1'b0;
                    read_mmu_sign = 1'b0;
                    write_mmu_sign = 1'b0;
                    byte_select_mmu_sign = 1'b0;
                    write_sign = 1'b0;
                    branch_instr_sign = 1'b0;
                    load_instr_sign = 1'b0;
                    mul_instr_sign = 1'b0;
                end
        endcase
    end
    assign addr_a = addr_a_sign;
    assign addr_b = addr_b_sign;
    assign addr_d = addr_d_sign;
    assign immed = immed_sign;
    assign op = op_output_sign;
    assign y_sel = y_sel_sign;
    assign read_mmu = read_mmu_sign;
    assign write_mmu = write_mmu_sign;
    assign byte_select_mmu = byte_select_mmu_sign;
    assign write = write_sign;
    assign branch_instr = branch_instr_sign;
    assign load_instr = load_instr_sign;
    assign mul_instr = mul_instr_sign;
endmodule
`timescale 1ns / 1ps
module FlipFlop(
    input clk,
    input reset,
    input data,
    input write,
    output q
);
    reg q;
    always @(negedge clk, posedge reset)
        begin
            if (reset == 1'b1)
                q <= 1'b0;
            else if (write == 1'b1)
                q <= data;
        end   
endmodule
`timescale 1ns / 1ps
module Register(
    input clk,
    input reset,
    input [31:0] data,
    input write,
    output [31:0] q
);
    wire [31:0] q_array;
    generate
        genvar i;
        for(i=0; i<32; i = i+1) begin
            FlipFlop r(clk, reset, data[i], write, q_array[i]);
        end
    endgenerate
    assign q = q_array;
endmodule
`timescale 1ns / 1ps
module Registers_Bank(
    input clk,
    input reset,
    input [4:0] addr_a,
    input [4:0] addr_b,
    input [4:0] addr_d,
    input [31:0] data,
    input write,
    output [31:0] a,
    output [31:0] b
);
    reg [31:0] write_array;
    wire [31:0] q_array [31:0];
    reg [4:0] addr_d_previous;   
    reg [31:0] a_out;
    reg [31:0] b_out;
    integer i;
    initial
        begin
            for(i=0; i<32; i = i+1)
                write_array[i] = 1'b0;
            addr_d_previous = 5'h0;
        end
    generate
        genvar j;
        for(j=1; j<32; j = j+1) begin
            Register rbank(clk, reset, data, write_array[j], q_array[j]);
        end
    endgenerate
    always @(*)
        begin
            a_out <= q_array[addr_a];
            b_out <= q_array[addr_b];
        end
    always @(addr_d, write)
            begin
                write_array[addr_d] <= write;
                if (addr_d != addr_d_previous) write_array[addr_d_previous] <= 1'b0;
                addr_d_previous = addr_d;
            end
    assign q_array[0] = 32'h00000000;
    assign a = a_out;
    assign b = b_out;
endmodule
--- flow/run.sh ---
#!/bin/bash
# OpenROAD 26Q1-2900-gdf79404cd8, Yosys 0.63+post, stock flow scripts
make -C /OpenROAD-flow-scripts/flow DESIGN_CONFIG=/design/flow/config.mk WORK_HOME=/design/flow/orfs finish
--- flow/config.mk ---
export PLATFORM = sky130hd
export DESIGN_NAME = Decode
export DESIGN_NICKNAME = Decode
export VERILOG_FILES = /design/flow/design.v
export SDC_FILE = /design/flow/constraint.sdc
export NUM_CORES = 4
export LEC_CHECK = 1
export CORE_UTILIZATION = 40
--- flow/constraint.sdc ---
current_design Decode

set clk_period 6.0
set clk_io_pct 0.2

create_clock -name clk0 -period $clk_period [get_ports {clk}]

set non_clock_inputs [all_inputs -no_clocks]
set_input_delay [expr $clk_period * $clk_io_pct] -clock clk0 $non_clock_inputs
set_output_delay [expr $clk_period * $clk_io_pct] -clock clk0 [all_outputs]
==> reports/results.ini <==
[hold_path]
hold_path_class = reg -> reg
hold_end = registers.genblk1[6].rbank.genblk1[7].r.q$_DFFE_NP0P_
hold_path_depth = 1
min-delay-start = registers.genblk1[6].rbank.genblk1[7].r.q$_DFFE_NP0P_

[setup_path]
crit_path_start_kind = flop
ws_path_type = reg -> out
timing.critical_path.depth = 6
critical_path.cell_chain = and3_4 > a2111oi_4 > buf_4 > nand3_2 > or4_4 > buf_2
r2r_end = registers.genblk1[16].rbank.genblk1[13].r.q$_DFFE_NP0P_
slowest_delay_ns = 0.55
critical_path.reg2reg.startpoint = registers.genblk1[16].rbank.genblk1[13].r.q$_DFFE_NP0P_
worst_reg_to_reg_path_cell_count = 3
worst-path-max-fanout = 2
timing.critical_path.max_delay_family = simple AND/OR/NAND/NOR gates
worst_path_max_delay_cell = sky130_fd_sc_hd__or4_4
worst_path_buf_inv = 2
endpoint_kind = output pin
setup.reg_to_reg.worst_slack_ns = 4.99
crit_arrival_ns = 5.40
data_required_critical_path_ns = 4.80

[floorplanning]
core.rowCount = 131
die_height_um = 361.9
chip_area_um2 = 131000
floorplan.core_util_pct = 40.48
core_region_area_um2 = 128000
ioPinCount = 207
die_width_um = 361.9

[synth]
post_synth.cell_area_avg_um2 = 11.67
yosys_warnings = 34
yosysCellCount = 4442
synthesis.area_um2 = 51820
post_synth_inst_count = 4442
edf_count = 0
yosys.cell_types.count = 57
yosys_register_bits = 1045
synth-async-reset-ratio_pct = 94.93
dominantRegCellSynth = sky130_fd_sc_hd__dfrtn_1
yosys.stat.chipArea_um2 = 51820

[timing]
slew_at_the_pin_closest_to_its_max_slew_limit_ns = 1.240
totalNegativeSetupSlack_ns = -27.08
untimed_endpoints = 86
finalHoldViolCount = 0
unclocked_regs = 53
slew-limit-headroom_pct = 17.34
grt_setup_unrepaired = true
report.final.setup_viol = 64
fin_worst_hold_slack_ns = 0.4712
fin_clk_skew_ns = 0
layout_setup_ws_ns = -0.6005
drv_slew = 0

[finish]
stdcell_area_um2 = 66340
post_route_cells_drive_above_1_share_pct = 47.55
layout_top_cells_excl_fill_tap = sky130_fd_sc_hd__mux2_2 (1025), sky130_fd_sc_hd__dfrtn_1 (992), sky130_fd_sc_hd__buf_4 (639)
top_logic_cell_by_instance_count_in_the_layout = sky130_fd_sc_hd__mux2_2
area.growth.synth_to_final_pct = 28.02

[routing]
ant_nets = 0
total_number_of_vias = 45790
remaining_drc_errors = 0
wire_per_inst_um = 38.11
avgViaCountPerCell = 6.750
first_drt_iteration_drcs = 4694
wirelength_um = 258600
dr.pass1.iters = 6

[pwr]
clock_power_share_pct = 44.0
total_switching_power_mw = 4.324
power.sequential.fraction_pct = 44.3
powerDensity_nw_per_um2 = 250.8
p_leak_nw = 27.73
irDropWorstVdd_mv = 0.2338
p_int_mw = 12.32
share_of_total_power_consumed_by_net_switching_pct = 25.99
p_comb_share_pct = 11.7

[cts]
root_buffer = sky130_fd_sc_hd__clkbuf_16
clk_pin_slew_ns = 0.05
cts_buffers = 108
tritoncts = built
cts_hold_buffers = 0
cts_max_level = 3
clock_path_buffers = 3
worst_skew_pair.late_latency_ns = 0.70

[global_route]
first_pass_grt_wire_length_um = 359000
number_of_global_route_vias_before_repair = 46230
grt_util_overall_pct = 40.97
grt_max_degree = 78
antenna_found_initial = 12
overflow = 0

[outcome]
failed_checks = setup timing
run_status = complete, but fails checks

[place]
post-dp-hpwl_um = 161300
gpl.final_weighted_congestion = 1.033
port_bufs = 202
placedInstanceArea_um2 = 59960

[job]
max_cap_violations = 0
openroad.warnings = 28

==> worst reg2reg max path, stage by stage, from the launching register on <==
cell and delay (ns):
sky130_fd_sc_hd__dfrtn_1 0.35, sky130_fd_sc_hd__buf_4 0.14, sky130_fd_sc_hd__buf_4 0.13, sky130_fd_sc_hd__mux2_2 0.25
==> per-stage QoR <==
step / worst slack (ns) / util [%] / cells / total power [mW]
final: -0.6005 / 51.83 / 6784 / 16.64
after global routing: -0.6506 / 51.81 / 6777 / 17.04
after CTS: -0.6490 / 51.01 / 6759 / 16.59
after detailed placement: -0.4516 / 46.84 / 6527 / 9.259
after global placement: -0.5782 / 46.84 / 6527 / 9.245
after floorplan: -11.49 / - / 4445 / 8.213
==> cell usage after synthesis, drive strengths merged (22+ instances only) <==
cell type / number / area (um2)
and3: 280 / 1752
a22o: 35 / 306.5
a32oi: 41 / 359.1
nand4: 167 / 1045
a2111oi: 82 / 830.8
nand3: 246 / 1231
dlxtp: 52 / 780.8
and2: 62 / 387.9
nand2: 58 / 217.7
a22oi: 578 / 4339
a222oi: 22 / 220.2
a221oi: 22 / 192.7
buf: 96 / 543.0
or4: 52 / 390.4
mux2: 1027 / 11560
nor2: 42 / 157.7
dfrtn: 992 / 24820
clkbuf: 448 / 1684
==> layout make-up <==
cell class / count / area, um2
Antenna cell: 8 / 20.02
Clock buffer: 147 / 3083
Clock inverter: 55 / 762.0
Fill cell: 10880 / 61670
Inverter: 3 / 15.01
Multi-Input combinational cell: 2853 / 26430
Sequential cell: 1045 / 25620
Tap cell: 1729 / 2163
Timing Repair Buffer: 944 / 8252
==> metal layers <==
metal | vias to the layer above | part of all wire (%) | GRT usage, % | routed length, um
li1 | 18130 | - | - | -
met1 | 23030 | 35 | 52.35 | 91530
met2 | 3556 | 41 | 54.59 | 104900
met3 | 1062 | 17 | 24.80 | 42840
met4 | 20 | 7.4 | 21.67 | 19170
met5 | - | 0.058 | 0.5179 | 151
==> sequential cells by signal (all words and copies together), names as in the netlist <==
signal / flops
dec.byte_select_mmu_sign: 1
registers.write_array: 31
registers.genblk1.rbank.genblk1.r.q: 992
dec.immed_sign: 21
==> timing repair <==
| action | 4_1_cts | 5_1_grt |
|---|---|---|
| pin swaps | 217 | 170 |
| gates resized | 531 | 145 |
| endpoints found under the hold margin | 0 | 0 |
| buffers inserted | 37 | 23 |
| endpoints found under the setup margin | 64 | 64 |
==> worst max-delay path by stage <==
stage	from	end	slack, ns
after CTS	registers.genblk1[29].rbank.genblk1[20].r.q$_DFFE_NP0P_	a_out[20]	-0.65
after global routing	registers.genblk1[15].rbank.genblk1[3].r.q$_DFFE_NP0P_	b_out[3]	-0.65
final	registers.genblk1[15].rbank.genblk1[3].r.q$_DFFE_NP0P_	b_out[3]	-0.60
==> kinds of logic after synthesis <==
family,share of synthesized area (%)
other,0.007236
and+or+nand+nor,11.13
latches,1.536
AOI/OAI and AO/OA,12.68
DFF,47.90
muxes,22.43
buffers and inverters,4.319
==> power by group through the flow <==
stage | Clock (mW) | Combinational [mW] | Sequential (mW)
after CTS | 7.37 | 1.86 | 7.36
after global routing | 7.60 | 2.03 | 7.41
final | 7.32 | 1.94 | 7.38
Power figures rest on the tool's default switching activity, not on a simulated workload.
